File: run.sh
#!/bin/bash
# OpenROAD 26Q1-2900-gdf79404cd8, Yosys 0.63+post, stock flow scripts
make -C /OpenROAD-flow-scripts/flow DESIGN_CONFIG=/design/flow/config.mk WORK_HOME=/design/flow/orfs finish
File: config.mk
export PLATFORM = sky130hd
export DESIGN_NAME = CYCLES_COUNTER
export DESIGN_NICKNAME = CYCLES_COUNTER
export VERILOG_FILES = /design/flow/design.v
export SDC_FILE = /design/flow/constraint.sdc
export NUM_CORES = 4
export LEC_CHECK = 1
export CORE_AREA = 10 10 73 73
export DIE_AREA = 0 0 83 83
File: constraint.sdc
current_design CYCLES_COUNTER

set clk_period 2.4
set clk_io_pct 0.2

create_clock -name clk0 -period $clk_period [get_ports {clk}]

set non_clock_inputs [all_inputs -no_clocks]
set_input_delay [expr $clk_period * $clk_io_pct] -clock clk0 $non_clock_inputs
set_output_delay [expr $clk_period * $clk_io_pct] -clock clk0 [all_outputs]
File: design.v
module CYCLES_COUNTER #(
    parameter CYCLES = 5000
) (
    input wire clk,
    input wire busy,  
    input wire rst,
    input wire disable_ref,
    output logic out
);
    parameter bits = $clog2(CYCLES);
    reg [bits-1:0] counter;
    wire [bits-1:0] next_count;
    always_ff @(posedge clk or posedge rst) begin 
        if (rst) begin
            out <= 0;
            counter <= 0;
        end
        else if (disable_ref) begin
            counter <= counter;
            out <= 0;
        end
        else if(!busy) begin
            if (counter == CYCLES - 1) begin
                out <= 1'b1;
                counter <= 0;
            end
            else begin
                out <= 1'b0;
                counter <= next_count;
            end
        end
    end
    assign next_count = counter + 1;
endmodule
==> impl_metrics.tcl <==
# collected from the flow reports
set metrics [dict create \
    outcome "completed" \
    grt.overflow.total 0 \
    min_path_type "reg -> reg" \
    max-slew-margin-rel 0.641 \
    most-common-layout-cells "dfrtp_1, a21oi_1, xnor2_1, nand3_1, nand2_1" \
    yosysUniqueCellTypes 27 \
    fp_util 0.209 \
    sequentialPowerShare 0.498 \
    worst_slack_ns 0.555 \
    grt_pass1_vias 590 \
    dr.first_iter.drc_count 47 \
    final_util 0.245 \
    ys_sh_aoi 0.0994 \
    arrival_ns 2.02 \
    setup-violations-final 0 \
    drv_slew 0 \
    vdd_ir_drop_max_mv 0.439 \
    critPathLaunchType "input port" \
    combPwrFrac 0.179 \
    grt_usage 0.0445 \
    placementRows 22 \
    design_area_um2 917 \
    mostFrequentLayoutCell "dfrtp_1" \
    pwr-share-clk 0.323 \
    place_ws_ns 0.328 \
    yosys_area_um2 781 \
    slowest_stage "clkdlybuf4s50_1" \
    io_pins 5 \
    internal-power_w 0.000490 \
    fin_crit_sh 0.769 \
    ctsResizeCount 0 \
    ys_cells 78 \
    drt-total-wl_um 1570 \
    clock-sinks 14 \
    wl_per_cell_um 12.1 \
    hpwl_um 1080 \
    cp_cell_sequence "clkdlybuf4s50_1 -> nand4bb_1 -> or4_1 -> a21oi_1" \
    simple_gate_share 0.324 \
    clock.fmax_mhz 542 \
    ys_sh_adder 0.0160 \
    rsz0062_at_grt "false" \
    cts_tree "yes" \
    die_w_um 83 \
    synth.area.mux_share 0 \
    clk_path_buf_depth 2 \
    hold_slack_ns 0.545 \
    p_sw_frac 0.307 \
    ys_ff 14 \
    cts_setup_buffers 0 \
    chip_area_um2 6890 \
    synthCells 78 \
    insertion_delay_ns 0.24 \
    antenna_found_initial 0 \
    ant_nets 0 \
    io_buffers 4 \
    route.detailed.drc 0 \
    viasPerCell 4.79 \
    diodes 0 \
    post_dp_cell_area_um2 862 \
    core_um2 3740 \
    syn_area_um2 781 \
    edf_count 0 \
    maxCapViolCount 0 \
    end_kind "flop" \
    tool_warnings 25 \
    htreeDepth 1 \
    critical_path.max_fanout 9 \
    first_pass_iters 3 \
    ys_sh_xor 0.0785 \
    area_growth_pct 17.5 \
    cts_made_buffers 3 \
    switchingPower_w 0.000217 \
    finalCriticalPeriod_ns 1.84 \
    final.setup_skew_ns 0.000483 \
    holdBufCountCts 0 \
    clk_pin_slew_ns 0.06 \
    synthFlopType "dfrtp_1" \
    p_per_area_nw_per_um2 772 \
    grt_start_max_net_pins 15 \
    chipHeight_um 83 \
    ys_warn_count 1 \
    grt_pass1_wl_um 2700 \
    final.setup.tns_ns 0 \
    top_logic_kind "simple AND/OR/NAND/NOR gates" \
    slowest_delay_ns 0.53 \
    drive_above_1_share 0.0732 \
    ys_seq_share 0.449 \
    synth.avg_cell_area_um2 10.0 \
    leakagePower_nw 0.346 \
    crit_type "in -> reg" \
    gp_congestion 0.857 \
    cp_top_family "simple AND/OR/NAND/NOR gates" \
    cts_root_buf "clkbuf_8" \
    required_ns 2.57 \
    crit_buf_inv 1 \
    worst_pin_slew_ns 0.537 \
    vias 623 \
    final_hold_viol_count 0 \
    async_flop_share 1.00 \
]
## tightest hold or removal path, delay by kind of cell, from the launching register on
kind               cells  cell delay, ns
AOI/OAI and AO/OA      1            0.06
and+or+nand+nor        1            0.07
DFF                    1            0.38
## worst paths after layout
kind                            start          end  cells after the start  slack, ns
hold reg to reg                   out          out                      2       0.54
min in group asynchronous         rst   counter[6]                      2       0.58
hold / removal                    out          out                      2       0.54
setup / recovery                 busy   counter[8]                      4       0.56
setup reg to reg           counter[0]   counter[8]                      4       0.78
max in group asynchronous         rst  counter[10]                      2       1.47
## state kept, by name, indices dropped and copies added, names as in the netlist
signal	count
counter	13
out	1
## cell type report
type                       instances  area, µm²
inverter                           2       7.51
fill                             416       2830
timing repair buffer               4       40.0
tap                               48       60.1
clock buffer                       4       55.1
multi-input combinational         58        404
sequential                        14        350
## synthesized netlist by cell type (3+ instances only)
| master | n | area [µm²] |
|---|---|---|
| a21oi_1 | 6 | 30.0 |
| and3_1 | 3 | 18.8 |
| and4_1 | 4 | 35.0 |
| buf_2 | 3 | 15.0 |
| dfrtp_1 | 14 | 350 |
| nand2_1 | 5 | 18.8 |
| nand3_1 | 5 | 25.0 |
| nand4_1 | 4 | 25.0 |
| nor4_1 | 4 | 25.0 |
| o31ai_1 | 3 | 22.5 |
| xnor2_1 | 6 | 52.6 |
## logic make-up after synthesis
kind of cell	Yosys count
xor gates and xnor gates	7
AOI/OAI and AO/OA	13
and+or+nand+nor	37
adders and majority gates	1
buffers and inverters	6
DFF	14
## through the flow
| step | cells | total power (W) |
|---|---|---|
| after global placement | 126 | 0.000479 |
| after floorplan | 78 | 0.000448 |
| after CTS | 130 | 0.000711 |
| final | 130 | 0.000708 |
| after detailed placement | 126 | 0.000479 |
| after global routing | 130 | 0.000750 |
## routing by layer
layer  vias to the layer above  global-route usage  share of wire
met1                       308              0.0625           0.52
met3                         2              0.0177          0.043
met5                         -                   0              0
met2                         8              0.0649           0.43
li1                        305                   -              -
met4                         0             0.00308         0.0032
## power by group through the flow
stage / sequential [W] / combinational (W) / clock [W]
4_1_cts: 0.000351 / 0.000126 / 0.000234
6_report: 0.000352 / 0.000126 / 0.000229
5_1_grt: 0.000357 / 0.000146 / 0.000247
Power and IR drop assume default switching activity.
