`flow/config.mk`:
```
export PLATFORM = sky130hd
export DESIGN_NAME = DRAM_128_64
export DESIGN_NICKNAME = DRAM_128_64
export VERILOG_FILES = /design/flow/design.v
export SDC_FILE = /design/flow/constraint.sdc
export NUM_CORES = 4
export LEC_CHECK = 1
export CORE_UTILIZATION = 30
export SYNTH_MEMORY_MAX_BITS = 65536
```
`flow/constraint.sdc`:
```
current_design DRAM_128_64

set clk_period 43.8
set clk_io_pct 0.2

create_clock -name clk0 -period $clk_period [get_ports {clk}]

set non_clock_inputs [all_inputs -no_clocks]
set_input_delay [expr $clk_period * $clk_io_pct] -clock clk0 $non_clock_inputs
set_output_delay [expr $clk_period * $clk_io_pct] -clock clk0 [all_outputs]
```
`flow/design.v`:
```
module DRAM_128_64 (
    input wire re,
    input wire we,
    input wire clk,
    input wire [63:0] in,
    input wire [6:0] raddr,
    input wire [6:0] waddr,
    input wire wr_enable,
    input wire rr_enable,
    output logic [63:0] rd
);
    localparam CYCLES = 4999;  
    reg [63:0]mem[0:127];
    reg [12:0]counter[0:127];
    initial begin
        for (int i = 0; i < 128; i = i + 1) begin
            counter[i] = 0;
        end 
    end
    always_ff @(posedge clk) begin 
        if (re == we && !(wr_enable || rr_enable))
            rd <= 64'bx;
        else if (re)
            rd <= mem[raddr];
        else
            rd <= 64'bx;
    end
    always_ff @(posedge clk) begin 
        if (we) begin
            mem[waddr] <= in;
            counter[waddr] <= CYCLES;
        end
    end
    always_ff @(posedge clk) begin
        for (int i = 0; i < 128; i++) begin
            if (counter[i])
                counter[i] <= counter[i] - 1;
            if (counter[i] == 0)
                mem[i] <= 64'bx;
        end
    end
endmodule
```
`flow/run.sh`:
```
#!/bin/bash
# OpenROAD 26Q1-2900-gdf79404cd8, Yosys 0.63+post, stock flow scripts
make -C /OpenROAD-flow-scripts/flow DESIGN_CONFIG=/design/flow/config.mk WORK_HOME=/design/flow/orfs finish
```
==> flow_metrics.py <==
# Synthesis and PnR figures
metrics = {
    "status": {
        "outcome": "completed",
    },
    "clock_network": {
        "cts-root-buf": "clkbuf_16",
        "cts_sinks": 8256,
        "post_cts_buffers": 0,
        "h-tree-depth": 6,
        "tritoncts": "built",
        "cts_resized": 0,
        "cts_hold_buf": 0,
        "cts_buffer_depth": 5,
        "cts_buffers": 828,
        "clk_latency_ns": 1.15,
        "clk_pin_slew_ns": 0.06,
    },
    "setup_path": {
        "rr_endpoint": "rd[14]",
        "max_stage_delay_ns": 0.71,
        "critPathRequiredTime_ns": 44.68,
        "r2r_start": "mem[79][14]",
        "criticalPathCategory": "input port to flip-flop",
        "cp_slowest_cell": "buf_4",
        "cp_max_fo": 77,
        "cpMostUsedCell": "buf_4",
        "worstPathCellList": "buf_16, buf_4, buf_4, buf_4, buf_4, buf_4, buf_4, buf_12, mux4_2, mux4_2, mux4_2, mux2_2",
        "rr_worst_depth": 4,
        "end_kind": "flip-flop",
        "regToRegSetupSlack_ns": 41.06,
        "arrival_ns": 16.06,
        "critPathLaunchType": "input port",
    },
    "synthesis": {
        "ys_seq_frac": 0.793,
        "synth-edff-count": 8192,
        "ys_area_um2": 312000,
        "syn_area_per_cell_um2": 26.4,
        "ys_ff": 8256,
        "ys_async_sr_fraction": 0,
        "netlist_instances": 11800,
        "flop_cell": "edfxtp_1",
        "yosys.cell_types.count": 20,
        "ys_warn_count": 1,
        "yosysTopAreaCell": "edfxtp_1",
        "ys_cells": 11800,
        "area_leaders": "edfxtp_1 (79%), mux4_2 (19%), clkbuf_1 (0.42%)",
        "top_area_frac": 0.789,
        "synthesis.area_um2": 312000,
    },
    "die": {
        "std_cell_rows": 374,
        "core_area_um2": 1040000,
        "die_y_um": 1020,
        "fp_util": 0.301,
        "ioPinCount": 147,
        "die_w_um": 1020,
        "dieArea_um2": 1040000,
    },
    "flow_run": {
        "max_cap_violations": 0,
        "warnings": 29,
    },
    "hold_path": {
        "hp-start": "mem[62][32]",
        "hold_depth": 4,
        "hold_class": "flip-flop to flip-flop",
        "min_delay_worst_endpoint": "rd[32]",
    },
    "grt": {
        "grt.overflow.total": 0,
        "grt_pass1_vias": 154000,
        "antenna_found_initial": 91,
        "track_usage": 0.170,
        "grt_pass1_wl_um": 1160000,
        "grt_start_max_net_pins": 87,
    },
    "detailed_routing": {
        "drt-pass1-iter-count": 7,
        "drtAntennaViolNets": 0,
        "via_per_inst": 5.02,
        "wl_per_cell_um": 30.4,
        "drc_errors": 0,
        "drt_iter0_drc": 9604,
        "routed_wl_um": 828000,
        "vias": 137000,
    },
    "final_timing": {
        "tightest_slew_ns": 0.957,
        "min_period_ns": 15.18,
        "slew_headroom": 0.361,
        "rsz0062_at_grt": "false",
        "fmax_ghz": 0.0659,
        "hold_violations": 0,
        "drv_slew": 0,
        "setup_viol": 0,
        "fin_worst_skew_ns": 0.151,
        "finalClockPeriodUsage": 0.347,
        "fin_setup_tns_ns": 0,
    },
    "placed_design": {
        "io_buffers": 143,
        "hpwl_um": 468000,
        "gp_congestion": 0.817,
    },
    "cells_and_area": {
        "most-common-layout-cells": "edfxtp_1 (8192), mux4_2 (2688), clkbuf_16 (838), buf_4 (655), clkinv_1 (186)",
        "area_delta_synth_final_pct": 15.6,
        "drive_gt1_frac": 0.351,
        "lay_top_count": "edfxtp_1",
    },
    "pwr": {
        "leakagePower_nw": 109,
        "pwr_density_cell_nw_per_um2": 45.8,
        "fin_total_pwr_mw": 16.5,
        "irDropWorstVdd_v": 0.0000385,
    },
}
layout make-up:
class,count,area (µm²)
clock buffer,1011,21700
inverter,1,3.75
sequential,8256,247000
antenna,97,243
timing repair buffer,753,6140
clock inverter,498,4980
multi-input combinational,2924,62900
tap,13700,17200
fill,92900,676000
metal layers:
metal / vias to the layer above / wire length [µm] / global-route usage
met2: 11100 / 386000 / 0.249
met4: 72 / 31700 / 0.0535
met1: 69900 / 237000 / 0.168
met3: 1577 / 173000 / 0.162
met5: - / 1210 / 0.0117
li1: 54300 / - / -
worst max-delay path by stage:
stage	from	end	slack (ns)
4_1_cts	raddr[0]	rd[46]	28.44
6_report	raddr[0]	rd[46]	28.62
5_1_grt	raddr[0]	rd[46]	28.04
critical path, delay by kind of cell:
family	cells	cell delay (ns)
buffers and inverters	8	4.60
multiplexers	4	2.18
report_power, final:
group | switching, mW | leakage, nW | internal [mW]
Clock | 2.97 | 13.0 | 4.02
Sequential | 0.0224 | 74.2 | 8.72
Combinational | 0.460 | 21.4 | 0.320
kinds of logic (layout without fill, tap and decap cells):
family	count (synthesis)	in the layout	share of synthesized area
buffers and inverters	621	2263	0.00831
DFF	8256	8256	0.793
and+or+nand+nor	172	172	0.00229
other	0	97	0
muxes	2752	2752	0.196
cell usage after synthesis (2+ instances only):
library cell and instances:
edfxtp_1 8192, mux4_2 2688, clkbuf_1 351, buf_2 186, nor2_1 131, buf_1 78
dfxtp_1 64, mux2_2 64, nand2_1 12, nand3_1 10, or2_2 6, nor2b_1 4
buf_4 3, nand3b_1 3, buf_6 2, nand4_1 2, or3b_2 2
state kept, by name (all words and copies together), names as in the netlist:
signal  count
mem      8192
rd         64
stage by stage:
| step | setup slack (ns) | cell area [µm²] | instances | hold WS (ns) | utilization |
|---|---|---|---|---|---|
| after floorplan | 30.55 | 312000 | 11800 | 1.07 | - |
| after global placement | 27.32 | 334000 | 25700 | 1.13 | 0.322 |
| after detailed placement | 27.36 | 334000 | 25700 | 1.15 | 0.322 |
| after CTS | 28.44 | 360000 | 27200 | 1.15 | 0.347 |
| after global routing | 28.04 | 360000 | 27200 | 1.16 | 0.348 |
| final | 28.62 | 360000 | 27300 | 1.14 | 0.348 |
Power figures rest on the tool's default switching activity, not on a simulated workload.
