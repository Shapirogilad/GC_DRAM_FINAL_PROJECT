File: ./run.sh
#!/bin/bash
# OpenROAD 26Q1-2900-gdf79404cd8, Yosys 0.63+post, stock flow scripts
make -C /OpenROAD-flow-scripts/flow DESIGN_CONFIG=/design/flow/config.mk WORK_HOME=/design/flow/orfs finish
File: ./config.mk
export PLATFORM = sky130hd
export DESIGN_NAME = REF_MEM_COUNTER
export DESIGN_NICKNAME = REF_MEM_COUNTER
export VERILOG_FILES = /design/flow/design.v
export SDC_FILE = /design/flow/constraint.sdc
export NUM_CORES = 4
export LEC_CHECK = 1
export CORE_AREA = 10 10 70 70
export DIE_AREA = 0 0 80 80
File: ./constraint.sdc
current_design REF_MEM_COUNTER

set clk_period 2.1
set clk_io_pct 0.2

create_clock -name clk0 -period $clk_period [get_ports {clk}]

set non_clock_inputs [all_inputs -no_clocks]
set_input_delay [expr $clk_period * $clk_io_pct] -clock clk0 $non_clock_inputs
set_output_delay [expr $clk_period * $clk_io_pct] -clock clk0 [all_outputs]
File: ./design.v
module REF_MEM_COUNTER (
    input wire clk,
    input wire rst,
    input wire any_ref_done,
    output reg [2:0] ref_mem_addr_o,
    output wire cycle_done
);
    wire [2:0] ref_mem_addr; 
    wire [2:0] next_counter;
    reg [2:0] counter;
    always_ff @(posedge clk or posedge rst) begin 
        if(rst) begin
            ref_mem_addr_o <= 7;
            counter <= 7;
        end
        else begin
            ref_mem_addr_o <= ref_mem_addr;
            counter <= next_counter;
        end
    end
    assign ref_mem_addr = rst ? 7 : ((any_ref_done) ? ((ref_mem_addr_o == 0) ? 7 : (ref_mem_addr_o - 1)) : (ref_mem_addr_o));
    assign next_counter = rst ? 7 : ((any_ref_done) ? ((counter  == 1) ? 7 : (counter - 1)) : counter);
    assign cycle_done = rst ? 0 : ((any_ref_done && counter == 1) ? 1 : 0);
endmodule
==> flow_summary_export.csv <==
group,metric,value,unit
finish,syn2layout_area_growth,46.0,%
setup_path,crit_slowest_cell,"dfstp_2",
yosys,yosys-top-cells-area,"dfstp_2, ha_1, inv_1",
timing,setup_tns_final,0,ns
setup_path,critical_path_arrival,1.26,ns
yosys,synth.yosys.seq_area_share,43.3,%
timing,max-slew-margin-rel,74.9,%
yosys,post-synth-top-area-cell,"dfstp_2",
yosys,netlist_instances,38,
routing,drc_errors,0,
setup_path,critical-path-max-stage-delay,0.55,ns
timing,timing_worst_slew_pin_value,0.376,ns
timing,hold_slack,0.524,ns
setup_path,cp_data_required_time,1.68,ns
grt,congestion_overflow_gr,0,
die,fp-row-count,21,
clocking,tritoncts,"done",
yosys,synth-cells-yosys,38,
finish,register_cell_area_after_layout,158,um^2
finish,mostFrequentLayoutCells,"inv_1, dfstp_2, nand2_1, clkdlybuf4s50_1, o21ai_0",
clocking,clkTransAtPathRegs,0.04,ns
timing,clock.fmax,595,MHz
setup_path,ordered_list_of_cells_on_the_worst_path,"ha_4 -> nand2b_4 -> nor3b_2 -> dlymetal6s2s_1",
grt,grtUsageTotal,2.44,%
timing,final_period_minus_worst_setup_slack,1.68,ns
setup_path,reg2reg_to,"counter[2]",
yosys,synth-warning-count,1,
power_and_ir_drop,cellPowerDensity,524,nW/um^2
die,num_io_pins,7,
finish,multi_input_comb_area,194,um^2
job,drv_cap,0,
routing,ant_nets,0,
timing,timing.final.ws_setup,0.420,ns
timing,fin_max_slew_vios,0,
routing,detail_route.first_pass.iterations,2,
grt,use_met1,3.22,%
job,warning_count,26,
yosys,synth-area-yosys,364,um^2
yosys,syn-cell-area,364,um^2
setup_path,crit-reg2reg-launch,"counter[0]",
power_and_ir_drop,power.static_leakage,0.000266,uW
grt,antenna_found_initial,0,
routing,route.vias.total,280,
clocking,htree_levels,1,
die,die.size.x,80,um
die,floorplan.die.height,80,um
die,initial_core_util,10.7,%
routing,route.antenna.diode_count,0,
setup_path,critical_path_peak_fanout,3,
clocking,clk-insertion-delay-late,0.24,ns
grt,grt_pass1_vias,293,
placement,final_weighted_congestion_in_routability_driven_placement,0.739,
placement,hpwlAfterDp,532,um
yosys,postSynthRegisterBits,6,
timing,timing_hold_violations_final,0,
grt,gr-max-usage-layer,"met1",
placement,pre_cts_ws,0.0859,ns
routing,route.detailed.wl_per_inst,7.27,um
clocking,cts_buffers,3,
grt,grt_use_met3,2.27,%
worst_hold_path,hold_removal_path_class,"flip-flop to flip-flop",
die,chip_area,6400,um^2
grt,first_pass_grt_wire_length,1280,um
die,placeableCoreArea,3420,um^2
placement,place_inst,90,
grt,grt_max_degree,13,
timing,period_used_share,80.0,%
setup_path,origin_of_the_worst_setup_path,"counter[0]",
routing,vias_per_cell,2.98,
worst_hold_path,hold_path_depth,2,
setup_path,worst_reg2reg_path_depth,6,
clocking,cts_root_buf,"clkbuf_4",
finish,layout.cells.non_filler,94,
setup_path,timing_worst_setup_path_type,"flip-flop to output pin",
worst_hold_path,hold_end,"counter[1]",
yosys,yosys.cell_types.count,16,
grt,gr-usage-met2,2.97,%
setup_path,crit_start_category,"flip-flop",
timing,timing.final.setup_violations,0,
setup_path,cp-end-kind,"output pin",
clocking,cts_max_path_buffers,2,
power_and_ir_drop,ir_worst_vdd,254,uV
finish,fraction_of_final_layout_cells_sized_beyond_drive_strength_1,33.3,%
worst_hold_path,worst_hold_startpoint,"counter[1]",
yosys,synth.avg_cell_area,9.58,um^2
finish,fillerInstances,398,
routing,detail_route.iter0.violations,9,
outcome,status,"completed",
timing,finalClockSkew,0.0000703,ns
timing,setup_repair_after_global_routing_missed_its_margin,"no",
clocking,cts_hold_repair.buffers,0,
routing,routed_wire_length,683,um
placement,placement.io_buffers,6,
yosys,yosysTopAreaCellShare,43.3,%
setup_path,regToRegSetupSlack,0.71,ns
clocking,cts.sink_count,6,
==> through the flow <==
stage,utilization [%],total power [uW],area [um^2]
after floorplan,-,155,364
after global placement,14.1,169,482
after detailed placement,14.1,171,482
after CTS,15.5,283,529
after global routing,15.6,298,532
final,15.6,279,532
==> worst max path at each step <==
stage / endpoint / cells past startpoint
global route: cycle_done / 4
finish: cycle_done / 4
CTS: cycle_done / 4
==> power breakdown <==
group	total (uW)	leakage, uW	switching [uW]	internal, uW
Clock	105	0.0000138	40.2	64.5
Combinational	42.9	0.000189	19.8	23.1
Sequential	131	0.0000632	4.64	127
Total	279	0.000266	64.6	214
==> cell type report <==
type                            count  share of cell area (%)
Tap cell                           46                    10.8
Timing Repair Buffer                8                    14.6
Multi-Input combinational cell     25                    36.5
Inverter                            6                    4.24
Sequential cell                     6                    29.6
Clock buffer                        3                    4.24
==> Yosys cell counts <==
cell type / count
o21ai_0: 4
nor3b_1: 1
o21a_1: 1
inv_1: 6
buf_4: 1
nand3_1: 1
o21ai_1: 1
ha_1: 4
nor2_1: 2
nand2b_4: 1
nand2_1: 5
and3_4: 1
and3_1: 1
o21ai_2: 1
dfstp_2: 6
nand3b_1: 2
==> critical path, delay by kind of cell (launching register included) <==
family | cells | cell delay [ns]
adders and majority gates | 1 | 0.15
buffers and inverters | 1 | 0.11
DFF | 1 | 0.55
and+or+nand+nor | 2 | 0.20
==> timing repair <==
action | CTS | global route
pin swaps | 0 | 1
gates resized | 3 | 1
setup buffers | 1 | 0
cloned | 0 | 0
setup endpoints to repair | 1 | 1
==> cell families after synthesis <==
| kind of cell | Yosys count | synth area share (%) |
|---|---|---|
| AND-OR/OR-AND | 7 | 11.3 |
| AND/OR/NAND/NOR | 14 | 23.4 |
| adder cells (fa/ha/maj) | 4 | 13.7 |
| flip-flops | 6 | 43.3 |
| buffers and inverters | 7 | 8.25 |
==> state kept, by name (all words and copies together) (netlist names) <==
name	cells
counter	3
ref_mem_addr_o	3
==> routing by layer <==
metal  part of all wire [%]  vias up
met5                      0        -
met2                     33       10
met1                     51      127
met4                      0        0
met3                     16        0
li1                       -      143
No activity file was given, so power comes from the tool's default toggle rates.
